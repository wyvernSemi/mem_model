File: design/flow/run.sh
#!/bin/bash
# OpenROAD 26Q1-2900-gdf79404cd8, Yosys 0.63+post, stock flow scripts
make -C /OpenROAD-flow-scripts/flow DESIGN_CONFIG=/design/flow/config.mk WORK_HOME=/design/flow/orfs finish
File: design/flow/config.mk
export PLATFORM = sky130hd
export DESIGN_NAME = mem_model_q
export DESIGN_NICKNAME = mem_model_q
export VERILOG_FILES = /design/flow/design.v
export SDC_FILE = /design/flow/constraint.sdc
export NUM_CORES = 4
export LEC_CHECK = 1
export CORE_UTILIZATION = 50
File: design/flow/constraint.sdc
current_design mem_model_q

set clk_period 6.8
set clk_io_pct 0.2

create_clock -name clk0 -period $clk_period [get_ports {clk}]

set non_clock_inputs [all_inputs -no_clocks]
set_input_delay [expr $clk_period * $clk_io_pct] -clock clk0 $non_clock_inputs
set_output_delay [expr $clk_period * $clk_io_pct] -clock clk0 [all_outputs]
File: design/flow/design.v
module mem_model_q
#(parameter
   DEPTH                       = 4,
   WIDTH                       = 32+12,
   NEARLYFULL                  = (DEPTH/2)
)
(
  input                        clk,
  input                        reset_n,
  input                        clr,
  input                        write,
  input      [WIDTH-1:0]       wdata,
  input                        read,
  output     [WIDTH-1:0]       rdata,
  output reg                   empty,
  output reg                   full,
  output reg                   nearly_full
);
localparam                     LOG2DEPTH = $clog2(DEPTH);
reg  [WIDTH-1:0]               mem [0:DEPTH-1];
reg  [LOG2DEPTH:0]             wptr;
reg  [LOG2DEPTH:0]             rptr;
wire [LOG2DEPTH:0]             word_count = (wptr - rptr);
assign rdata                   = mem[rptr[LOG2DEPTH-1:0]];
always @(posedge clk or negedge reset_n)
begin
  if (reset_n == 1'b0)
  begin
    wptr                       <= {LOG2DEPTH+1{1'b0}};
    rptr                       <= {LOG2DEPTH+1{1'b0}};
    empty                      <= 1'b1;
    full                       <= 1'b0;
    nearly_full                <= 1'b0;
  end
  else
  begin
    if (write && ~full)
    begin
      mem[wptr[LOG2DEPTH-1:0]] <= wdata;
      wptr                     <= wptr + 1;
    end
    if (read && ~empty)
    begin
      rptr                     <= rptr + 1;
    end
    if (write & ~(read & ~empty))
    begin
      full                     <= (word_count >= DEPTH-1)      ? 1'b1 : 1'b0;
      nearly_full              <= (word_count >= NEARLYFULL-1) ? 1'b1 : 1'b0;
      empty                    <= 1'b0;
    end
    if (read & ~(write & ~full))
    begin
      empty                    <= (word_count <= 1)            ? 1'b1 : 1'b0;
      nearly_full              <= (word_count <= NEARLYFULL)   ? 1'b0 : 1'b1;
      full                     <= 1'b0;
    end
  end
end
endmodule
==> flow_metrics.env <==
# flow metrics
export IMPL_tool_warnings=32
export IMPL_synth_cells=386
export IMPL_postSynthSeqShare_pct=77.98
export IMPL_cts_htree_levels=4
export IMPL_clockBufferDepth=2
export IMPL_area_growth_pct=25.05
export IMPL_crit_type="reg2out"
export IMPL_synth_distinct_cells=25
export IMPL_status="completed"
export IMPL_dieArea_sq_mm=0.01462
export IMPL_ys_flops=185
export IMPL_critPathLaunchType="flip-flop"
export IMPL_cts_tree="yes"
export IMPL_syn_avg_cell_area_sq_um=18.31
export IMPL_die_h_microns=120.9
export IMPL_place_gp_congestion=0.7919
export IMPL_cp_required_ns=5.44
export IMPL_cp_max_fo=24
export IMPL_rsz0062_at_grt="no"
export IMPL_period_minus_slack_ns=4.191
export IMPL_core_area_sq_mm=0.01383
export IMPL_finish_utilization_pct=63.92
export IMPL_portBuffers=94
export IMPL_grt_antenna_before_repair=1
export IMPL_cts_root_buf="clkbuf_16"
export IMPL_ant_nets=0
export IMPL_cap_violations=0
export IMPL_power_leakage_nw=3.104
export IMPL_min_path_type="reg2reg"
export IMPL_post_cts_setup_buffers=0
export IMPL_cts_buffers=17
export IMPL_fin_ws_ns=2.609
export IMPL_power_per_cell_area_mw_per_mm2=418.5
export IMPL_grt_start_max_net_pins=39
export IMPL_place_ws_ns=2.820
export IMPL_critPathArrivalTime_ns=2.83
export IMPL_skew_ns=0.006082
export IMPL_drcViolationCount=0
export IMPL_grt_overflow_total=0
export IMPL_chipWidth_microns=120.9
export IMPL_grt_pass1_vias=3939
export IMPL_max_clock_freq_mhz=238.6
export IMPL_ctsHoldBuffers=0
export IMPL_ir_drop_uv=256.6
export IMPL_numClockSinks=185
export IMPL_end_kind="output pin"
export IMPL_grtUsageTotal_pct=20.67
export IMPL_cts_repair_resized=0
export IMPL_synthesis_area_sq_mm=0.007068
export IMPL_drt_iter0_drc=355
export IMPL_finalCritPeriodShare_pct=61.64
export IMPL_yosys_cells=386
export IMPL_relSlewSlack_pct=60.11
export IMPL_clk_pin_slew_ns=0.06
export IMPL_yosys_area_sq_mm=0.007068
export IMPL_drv_slew=0
export IMPL_vias_per_cell=5.498
export IMPL_grt_pass1_wl_mm=20.12
export IMPL_finalSetupTns_ns=0
export IMPL_vias=3733
export IMPL_dp_hpwl_mm=7.224
export IMPL_routed_wl_mm=12.92
export IMPL_drt_pass1_iter_count=6
export IMPL_rows=43
export IMPL_yosys_warnings=2
export IMPL_worst_pin_slew_ns=0.5971
export IMPL_wl_per_cell_microns=19.03
export IMPL_n_antenna_cell=0
export IMPL_boundaryPins=96
export IMPL_setup_viol=0
export IMPL_clock_latency_ns=0.42
export IMPL_finalHoldViolCount=0
export IMPL_initCoreUtil_pct=51.12
export IMPL_drive_gt1_share_pct=9.218
synth_stat cells (all sizes together):
cell	count	area, sq um
and3	4	25.02
nor2b	1	6.260
a31oi	2	12.51
xnor2	6	52.55
nor2	2	7.510
mux2i	44	440.4
o21ai	5	25.02
buf	21	162.7
a21oi	3	18.77
ha	9	112.6
a222oi	44	440.4
nand2b	2	12.51
nand2	5	18.77
inv	49	183.9
dfstp	1	26.28
dfrtp	8	200.2
and2b	1	7.510
fa	1	20.02
edfxtp	176	5285
nand3	2	10.01
flip-flops by register name, summed over array words and instances, names as in the netlist:
signal	cells
rptr	3
nearly_full	1
wptr	3
full	1
empty	1
mem	176
where the power goes:
| group | internal [mW] | total [mW] | switching [mW] |
|---|---|---|---|
| sequential | 1.38 | 1.43 | 0.0423 |
| combinational | 0.642 | 1.16 | 0.517 |
| clock | 0.724 | 1.11 | 0.391 |
cells in the final DEF, fill, tap and decap left out:
| cell type | n |
|---|---|
| ha_4 | 1 |
| buf_4 | 8 |
| nand3_1 | 2 |
| edfxtp_1 | 176 |
| xnor2_1 | 6 |
| o21ai_0 | 4 |
| clkinvlp_4 | 3 |
| nor2b_1 | 1 |
| a21oi_2 | 1 |
| ha_2 | 3 |
| nor2_1 | 2 |
| o21ai_1 | 1 |
| ha_1 | 5 |
| fa_1 | 1 |
| clkdlybuf4s50_1 | 94 |
| and3_2 | 4 |
| nand2b_1 | 2 |
| nand2_1 | 5 |
| and2b_1 | 1 |
| dfstp_2 | 1 |
| mux2i_1 | 44 |
| dfrtp_1 | 8 |
| a222oi_1 | 44 |
| clkinv_4 | 1 |
| inv_1 | 49 |
| bufinv_16 | 7 |
| clkbuf_16 | 17 |
| a21oi_1 | 2 |
| clkbuf_1 | 2 |
| a31oi_1 | 2 |
| clkinv_1 | 2 |
worst max-delay path: stages (launching register included):
cell and delay (ns):
dfrtp_1 0.42, inv_1 0.17, ha_2 0.53, buf_4 0.40
a222oi_1 0.16, mux2i_1 0.19, clkdlybuf4s50_1 0.51
area by class of cell:
type	instances	area [sq um]
repair buffers	102	1001
clock inverters	13	249.0
well taps	180	225.2
multi-input cells	131	1235
inverters	49	183.9
flip-flops and latches	185	5512
clock buffers	19	432.9
fillers	949	4989
worst paths after layout:
path	start	end	slack (ns)	cells after the start
max in group asynchronous	reset_n	empty	5.15	1
min in group asynchronous	reset_n	nearly_full	1.29	1
setup reg to reg	full	mem[0][34]	4.40	3
hold / removal	rptr[2]	rptr[2]	0.50	1
setup / recovery	rptr[0]	rdata[9]	2.61	6
hold reg to reg	rptr[2]	rptr[2]	0.50	1
layer usage:
layer / part of all wire (%) / GRT usage [%] / up-vias / wire length [microns]
li1: - / - / 1731 / -
met1: 41 / 34.18 / 1819 / 5323
met4: 1.6 / 3.318 / 2 / 208
met5: 0.10 / 0 / - / 13
met3: 8.7 / 9.021 / 16 / 1120
met2: 48 / 29.93 / 165 / 6255
logic make-up (layout without fill, tap and decap cells):
kind of cell	count (synthesis)	in the layout	share of synthesized area, %
adders and majority gates	10	10	1.876
AOI/OAI and AO/OA	54	54	7.028
DFF	185	185	77.98
xor gates and xnor gates	6	6	0.7435
and+or+nand+nor	17	17	1.239
muxes	44	44	6.231
buffers and inverters	70	183	4.903
metrics by stage:
stage	power (mW)	hold slack (ns)	std cells	area, sq um
3_3_place_gp	2.624	0.4708	647	8157
6_report	3.699	0.5048	679	8838
4_1_cts	3.755	0.4980	679	8838
5_1_grt	3.910	0.5334	679	8838
3_5_place_dp	2.632	0.4852	647	8157
2_1_floorplan	2.047	0.4393	386	7068
Power figures rest on the tool's default switching activity, not on a simulated workload.
